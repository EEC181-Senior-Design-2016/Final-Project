<file path="flow/run.sh">
#!/bin/bash
# OpenROAD 26Q1-2900-gdf79404cd8, Yosys 0.63+post, stock flow scripts
make -C /OpenROAD-flow-scripts/flow DESIGN_CONFIG=/design/flow/config.mk WORK_HOME=/design/flow/orfs finish
</file>
<file path="flow/config.mk">
export PLATFORM = sky130hd
export DESIGN_NAME = stupid_NN_layer1
export DESIGN_NICKNAME = stupid_NN_layer1
export VERILOG_FILES = /design/flow/design.v
export SDC_FILE = /design/flow/constraint.sdc
export NUM_CORES = 4
export LEC_CHECK = 1
export CORE_UTILIZATION = 40
</file>
<file path="flow/constraint.sdc">
current_design stupid_NN_layer1

set clk_period 15.6
set clk_io_pct 0.2

create_clock -name clk0 -period $clk_period [get_ports {clk}]

set non_clock_inputs [all_inputs -no_clocks]
set_input_delay [expr $clk_period * $clk_io_pct] -clock clk0 $non_clock_inputs
set_output_delay [expr $clk_period * $clk_io_pct] -clock clk0 [all_outputs]
</file>
<file path="flow/design.v">
module stupid_NN_layer1(
input clk,
input reset_n,
input waitrequest,
input ready,
input readdatavalid,
input [15:0] readdata,
output [31:0] toHexLed,
output chipselect,
output [1:0] byteenable,
output reg done,
output reg read_n,
output reg write_n,
output reg [15:0] writedata,
output reg [31:0] address
);
localparam WAIT_READY_ST    = 4'd0;
localparam READY_ST         = 4'd1;
localparam READ_WEIGHT_ST   = 4'd2;
localparam WAIT_WEIGHT_ST   = 4'd3;
localparam READ_PIX_ST      = 4'd4;
localparam WAIT_PIX_ST      = 4'd5;
localparam CALC_ST          = 4'd6;
localparam WRITE_NODE_ST    = 4'd7;
localparam IDLE_ST          = 4'd8;
localparam RESET_ST         = 4'd9;
localparam CONTINUE_ST      = 4'd10;
localparam BASE_ADDR_WEIGHT = 32'hF1C492;
localparam BASE_ADDR_PIX = 32'h28292;
localparam BASE_ADDR_NODE = 32'h132A2;
reg [31:0] address_weight = BASE_ADDR_WEIGHT;
reg [31:0] address_pix = BASE_ADDR_PIX;
reg [31:0] address_node = BASE_ADDR_NODE;
reg [3:0] State = 0;
reg [10:0] count_pix = 0;
reg [8:0] count_node = 0;
assign toHexLed = {{28{1'b0}}, State};
assign chipselect = 1;
assign byteenable = 2'b11;
reg signed [31:0] sum = 0;
reg signed [15:0] weight = 0;
reg signed [15:0] pix = 0;
reg signed [3:0] psum0 = 0;
reg signed [3:0] psum1 = 0;
reg signed [3:0] psum2 = 0;
reg signed [3:0] psum3 = 0;
reg [16:0]  Timer = 0;
localparam MAX_COUNT_TIMER          = 17'd100000;
always @(posedge clk) begin
  if (!reset_n || State == RESET_ST) begin State <= WAIT_READY_ST; end
  else begin
    case(State)
      WAIT_READY_ST:  begin State <= (Timer > MAX_COUNT_TIMER)   ? READY_ST : WAIT_READY_ST; end
      READY_ST:       begin State <= (ready)                     ? READ_WEIGHT_ST : READY_ST; end
      READ_WEIGHT_ST: begin State <= (!waitrequest)              ? WAIT_WEIGHT_ST : READ_WEIGHT_ST; end
      WAIT_WEIGHT_ST: begin State <= (readdatavalid)             ? READ_PIX_ST : WAIT_WEIGHT_ST; end
      READ_PIX_ST:    begin State <= (!waitrequest)              ? WAIT_PIX_ST : READ_PIX_ST; end
      WAIT_PIX_ST:    begin State <= (readdatavalid)             ? CALC_ST : WAIT_PIX_ST; end
      CALC_ST:        begin State <= (count_pix < 196)           ? READ_WEIGHT_ST : WRITE_NODE_ST; end
      WRITE_NODE_ST:  begin State <= (!waitrequest)              ? CONTINUE_ST : WRITE_NODE_ST; end
      CONTINUE_ST:    begin State <= (count_node < 200)          ? READ_WEIGHT_ST : IDLE_ST; end
      IDLE_ST:        begin State <= (!ready) ? READY_ST : IDLE_ST; end
      RESET_ST:       begin State <= IDLE_ST; end
      default:        begin State <= RESET_ST; end
    endcase
  end
end
always @ (posedge clk) begin
    if (!reset_n || State == RESET_ST || State == IDLE_ST)  begin
        Timer <= 0;
        address_weight  <= BASE_ADDR_WEIGHT;
        address_pix     <= BASE_ADDR_PIX;
        address_node    <= BASE_ADDR_NODE;
        count_pix       <= 0;
        count_node      <= 0;
        sum             <= 0;
        weight          <= 0;
        pix             <= 0;
    end
    else begin
        Timer <= (State == WAIT_READY_ST) ? Timer + 17'd1 : 17'b0;
        if      (State == IDLE_ST)                              begin address_weight <= BASE_ADDR_WEIGHT; end
        else if (State == WAIT_WEIGHT_ST && readdatavalid)      begin address_weight <= address_weight + 32'h2; end
        else                                                    begin address_weight <= address_weight; end
        if      (State == CONTINUE_ST)                          begin address_pix <= BASE_ADDR_PIX; end
        else if (State == WAIT_PIX_ST && readdatavalid)         begin address_pix <= address_pix + 32'h2; end
        else                                                    begin address_pix <= address_pix; end
        if      (State == IDLE_ST)                              begin address_node <= BASE_ADDR_NODE; end
        else if (State == WRITE_NODE_ST && !waitrequest)        begin address_node <= address_node + 32'h2; end
        else                                                    begin address_node <= address_node; end
        if      (State == WAIT_PIX_ST && readdatavalid) begin count_pix <= count_pix + 11'd1; end
        else if (State == WRITE_NODE_ST)                begin count_pix <= 0; end
        else                                            begin count_pix <= count_pix; end
        if      (State == IDLE_ST)                              begin count_node <= 0; end
        else if (State == WRITE_NODE_ST && !waitrequest)        begin count_node <= count_node + 9'd1; end
        else                                                    begin count_node <= count_node; end
        if      (State == CALC_ST) begin
            sum <= sum + {{28{psum3[3]}}, psum3} + {{28{psum2[3]}}, psum2} + {{28{psum1[3]}}, psum1} + {{28{psum0[3]}}, psum0};
        end
        else if   (State == CONTINUE_ST)            begin sum <= 0; end
        else                                        begin sum <= sum; end
        weight  <= (State == WAIT_WEIGHT_ST && readdatavalid)   ? readdata : weight;
        pix     <= (State == WAIT_PIX_ST && readdatavalid)      ? readdata : pix;
    end  
end
always @ (*) begin
    done    = (State == IDLE_ST)                                     ? 1'b1 : 1'b0;
    read_n  = (State == READ_WEIGHT_ST || State == READ_PIX_ST)      ? 1'b0 : 1'b1;
    write_n = (State == WRITE_NODE_ST)                               ? 1'b0 : 1'b1;
    if        (State == READ_WEIGHT_ST || State == WAIT_WEIGHT_ST)   begin address = address_weight; end
    else if   (State == READ_PIX_ST || State == WAIT_PIX_ST)         begin address = address_pix; end
    else                                                             begin address = address_node; end
    psum0 = (State == CALC_ST && (pix[15] == 1'b1 || pix[14] == 1'b1 || pix[13] == 1'b1 || pix[12] == 1'b1)) ? weight[15:12] : 4'd0;
    psum1 = (State == CALC_ST && (pix[11] == 1'b1 || pix[10] == 1'b1 || pix[9] == 1'b1 || pix[8] == 1'b1)) ? weight[11:8] : 4'd0;
    psum2 = (State == CALC_ST && (pix[7] == 1'b1 || pix[6] == 1'b1 || pix[5] == 1'b1 || pix[4] == 1'b1)) ? weight[7:4] : 4'd0;
    psum3 = (State == CALC_ST && (pix[3] == 1'b1 || pix[2] == 1'b1 || pix[1] == 1'b1 || pix[0] == 1'b1)) ? weight[3:0] : 4'd0;
    writedata = sum[15:0];
end
endmodule
</file>
==> deck_impl_summary.md <==
Physical Implementation Snapshot

Global route
  • Vias in the first global route: 7,458
  • Grt total ovfl: 0
  • Initial antenna violation count: 0
  • GRT Overall Usage: 0.1842
  • Largest net degree at the start of global routing: 56
  • First-pass GRT wire length: 38.39 mm

Pwr
  • Pwr dens: ~77 nW/µm²
  • Peak VDD IR: 0.00007640 V
  • Lkg Pwr: around 5 nW

Setup path
  • Crit path DAT: 3.06 ns
  • Setup crit start: State[1]$_SDFF_PP0_
  • Crit path DRT: 12.48 ns
  • Crit path kind: reg -> out
  • Startpoint types: flop
  • Crit path cell chain: nor2b_1, nor2b_4, buf_4, nor3_1, a221oi_1, clkdlybuf4s50_1
  • Max incr delay on CP: between 0.7 and 0.8 ns
  • Crit Reg-Reg Startpoint: State[1]$_SDFF_PP0_
  • Max FO, Critical Path: 55
  • Slowest CP cell: dfxtp_1
  • Critical Path Sink Type: primary output

Clock tree
  • Worst-Skew Late Latency: roughly 0.43 ns
  • Gates resized, CTS repair: 0
  • Post-CTS Setup Repair Bufs: 0
  • Clock root buffer master: clkbuf_16
  • CTS Sinks: around 180
  • Inserted Clock Buffers: 17
  • Hold_buf cts: 0
  • Worst-path clk slew: roughly 0.070 ns
  • CTS tree: yes
  • Clock Path Buffers: 2
  • Htree depth: 4

Routing
  • First-pass DRT Iterations: 4
  • Drt drc: 0
  • Via/cell ratio: about 5.0
  • DRT Wirelength: roughly 24 mm
  • Wire length per cell: between 10 and 15 µm
  • Detailed-route via count: roughly 8,400
  • # diodes: 0
  • Post-route ant nets: 0
  • DRT iter0 DRCs: 502

Finish
  • Logic area: 6326 µm²
  • Layout cells sized above 1: 0.04720
  • Design area: 12,110 µm²
  • Area Growth Syn to Fin: 14.91%
  • Fillcell total: 2,471
  • Register area: 3643 µm²

Floorplanning
  • Core area: 25,980 µm²
  • Row cnt: between 50 and 60
  • Die Ht: 164.3 µm
  • Die area: 27,000 µm²
  • Ports: 107
  • Initial Utilization: 0.4055
  • Die X: 164.3 µm

Place
  • GPL Wtd Cong: 0.8758
  • Placed instance area: 11,510 µm²
  • DP HPWL: approximately 17 mm
  • Post-place setup slack: roughly 9.8 ns
  • Port-buffer cells: 74

STA
  • Slew Viols, Final: 0
  • Setup violators final: 0
  • Cycle use final: 0.3962
  • Post-layout min period: just over 6 ns
  • Clock Skews: 0.01924 ns
  • Fin worst setup slack: 9.419 ns
  • Setup tns final: 0 ns
  • Fmax: 161.8 MHz
  • Final hold violations: 0
  • Max-slew headroom: 0.3940
  • RSZ-0062 raised after global routing: false
  • Worst-margin pin slew: a little over 0.9 ns

Synth
  • Post-synth EDFFs: 0
  • Yosys top cell area share: 0.3458
  • Instance count of the mapped netlist: 1,288
  • Synth Seq Share: 0.3458
  • #FFs+latches synth: 182
  • Synth unique cells: 65
  • Top cells, area: dfxtp_1 35%, nand2_1 6.8%, fa_1 6.1%, xor2_1 5.1%, xnor2_1 4.7%
  • Syn Std Cell Area: approximately 11,000 µm²
  • Yosys cell count: around 1,300
  • Mean Syn Cell Area: about 8.2 µm²
  • Cell type with the largest total area: dfxtp_1
  • Ys Warns: 1
  • YS chip area: around 11,000 µm²
  • Dominant flop cell: dfxtp_1
  • Async set-reset flop share out of synthesis: 0

Hold path
  • Worst hold path class: reg -> reg
  • Hold_sp: weight[12]$_SDFFE_PP0P_

Run
  • Tool Warnings: 26
  • Max-cap violations: 0

Outcome
  • Status: completed
[worst max-delay path: cells and delay by family, from the launching register on]
kind / cells / cell delay (ns)
flip-flops: 1 / 0.74
buffers and inverters: 2 / 0.94
AND/OR/NAND/NOR: 3 / 0.68
AND-OR/OR-AND: 1 / 0.25
[metrics by stage]
| stage | utilization | instances | hold slack, ns | power, mW |
|---|---|---|---|---|
| 2_1_floorplan | - | 1318 | 0.4308 | 0.4905 |
| 3_3_place_gp | 0.4429 | 1659 | 0.4396 | 0.4962 |
| 3_5_place_dp | 0.4429 | 1659 | 0.4444 | 0.4958 |
| 4_1_cts | 0.4660 | 1691 | 0.4550 | 0.9402 |
| 5_1_grt | 0.4660 | 1691 | 0.4716 | 0.9643 |
| 6_report | 0.4660 | 1691 | 0.4519 | 0.9289 |
[metal layers]
metal  part of all wire  GRT usage  wire length (µm)
met1               0.51     0.2904             11970
met2               0.44     0.2831             10520
met3              0.041    0.02704               973
met4             0.0097    0.01684               230
met5                  0          0                 0
[cell usage after synthesis, types with 22 or more instances]
master / instances
mux2i_1: 30
dfxtp_1: 182
clkbuf_1: 39
buf_4: 33
ha_1: 35
xor2_1: 61
inv_1: 74
xnor2_1: 56
nand2_1: 192
or3_1: 23
and3_1: 22
nand3_1: 44
a21oi_1: 84
nand4_1: 23
nor2_1: 124
fa_1: 32
o21ai_0: 73
[cell usage in the layout, fill, tap and decap left out, drive strengths merged, types with 3 or more instances in the layout]
master / n
o21ai: 73
dfxtp: 182
a31oi: 4
nand2b: 4
nand2: 194
nor4: 10
o21bai: 4
buf: 13
nor2: 125
and3: 22
o21a: 6
inv: 87
a21o: 17
a21oi: 84
nand3b: 4
and4: 10
a22o: 8
or4: 3
nor2b: 8
or3: 23
nor3: 14
nor4b: 3
mux2i: 30
xnor2: 56
fa: 32
nand3: 44
clkdlybuf4s50: 74
clkbuf: 17
a22oi: 9
xor2: 61
and2: 15
conb: 32
nand4: 23
ha: 35
[power breakdown]
part           switching (mW)  leakage [nW]  internal (mW)  total (mW)
logic                  0.0125          3.15        0.00693      0.0195
registers            0.000777          1.47          0.465       0.465
clock network           0.212         0.298          0.232       0.444
[final timing paths]
check	endpoint	slack (ns)	cells after the start
max	address[30]	9.42	6
min	weight[12]$_SDFFE_PP0P_	0.45	2
max reg2reg	sum[12]$_SDFFE_PP0P_	9.82	16
min reg2reg	weight[12]$_SDFFE_PP0P_	0.45	2
[registers in the layout (all words and copies together) (netlist names), 9 cells and up]
| name | flops |
|---|---|
| Timer | 17 |
| address_node | 31 |
| address_pix | 31 |
| address_weight | 31 |
| count_node | 9 |
| count_pix | 11 |
| pix | 16 |
| sum | 16 |
| weight | 16 |
[final cells by class]
type	instances	share of cell area
Multi-Input combinational cell	980	0.5224
Clock inverter	15	0.01447
Inverter	75	0.02325
Clock buffer	17	0.03513
Timing Repair Buffer	87	0.06923
Tap cell	335	0.03461
Sequential cell	182	0.3009
[logic make-up (layout without fill, tap and decap cells)]
family	Yosys count	after routing	share of synthesized area
xor+xnor	118	118	0.09938
other cells	2	32	0.0007127
compound gates	221	221	0.1223
fa+ha+maj	67	67	0.1024
flops	182	182	0.3458
simple gates	511	511	0.2319
mux	31	31	0.02957
buf+inv	156	194	0.06804
Power figures rest on the tool's default switching activity, not on a simulated workload.
