==> flow/design.v <==
module stupid_NN_layer2(
input clk,
input reset_n,
input waitrequest,
input ready2,
input readdatavalid,
input [15:0] readdata,
output chipselect,
output [1:0] byteenable,
output reg done2,
output reg read_n,
output reg write_n,
output reg [15:0] writedata,
output reg [31:0] address
);
localparam WAIT_READY_ST    = 4'd0;
localparam READY_ST         = 4'd1;
localparam READ_WEIGHT_ST   = 4'd2;
localparam WAIT_WEIGHT_ST   = 4'd3;
localparam READ_PIX_ST      = 4'd4;
localparam WAIT_PIX_ST      = 4'd5;
localparam CALC_ST          = 4'd6;
localparam WRITE_NODE_ST    = 4'd7;
localparam IDLE_ST          = 4'd8;
localparam RESET_ST         = 4'd9;
localparam CONTINUE_ST      = 4'd10;
localparam BASE_ADDR_WEIGHT = 32'h13752;
localparam BASE_ADDR_PIX = 32'h0;
localparam BASE_ADDR_NODE = 32'h64;
reg [31:0] address_weight = BASE_ADDR_WEIGHT;
reg [31:0] address_pix = BASE_ADDR_PIX;
reg [31:0] address_node = BASE_ADDR_NODE;
reg [3:0] State = 0;
reg [10:0] count_pix = 0;
reg [8:0] count_node = 0;
assign chipselect = 1;
assign byteenable = 2'b11;
reg signed [31:0] sum = 0;
reg signed [15:0] weight = 0;
reg signed [15:0] pix = 0;
reg signed [3:0] psum0 = 0;
reg signed [3:0] psum1 = 0;
reg signed [3:0] psum2 = 0;
reg signed [3:0] psum3 = 0;
reg [16:0]  Timer = 0;
localparam MAX_COUNT_TIMER          = 17'd100000;
always @(posedge clk) begin
  if (!reset_n || State == RESET_ST) begin State <= WAIT_READY_ST; end
  else begin
    case(State)
      WAIT_READY_ST:  begin State <= (Timer > MAX_COUNT_TIMER)   ? READY_ST : WAIT_READY_ST; end
      READY_ST:       begin State <= (ready2)                     ? READ_WEIGHT_ST : READY_ST; end
      READ_WEIGHT_ST: begin State <= (!waitrequest)              ? WAIT_WEIGHT_ST : READ_WEIGHT_ST; end
      WAIT_WEIGHT_ST: begin State <= (readdatavalid)             ? READ_PIX_ST : WAIT_WEIGHT_ST; end
      READ_PIX_ST:    begin State <= (!waitrequest)              ? WAIT_PIX_ST : READ_PIX_ST; end
      WAIT_PIX_ST:    begin State <= (readdatavalid)             ? CALC_ST : WAIT_PIX_ST; end
      CALC_ST:        begin State <= (count_pix < 50)           ? READ_WEIGHT_ST : WRITE_NODE_ST; end
      WRITE_NODE_ST:  begin State <= (!waitrequest)              ? CONTINUE_ST : WRITE_NODE_ST; end
      CONTINUE_ST:    begin State <= (count_node < 200)          ? READ_WEIGHT_ST : IDLE_ST; end
      IDLE_ST:        begin State <= (!ready2) ? READY_ST : IDLE_ST; end
      RESET_ST:       begin State <= IDLE_ST; end
      default:        begin State <= RESET_ST; end
    endcase
  end
end
always @ (posedge clk) begin
    if (!reset_n || State == RESET_ST || State == IDLE_ST)  begin
        Timer <= 0;
        address_weight  <= BASE_ADDR_WEIGHT;
        address_pix     <= BASE_ADDR_PIX;
        address_node    <= BASE_ADDR_NODE;
        count_pix       <= 0;
        count_node      <= 0;
        sum             <= 0;
        weight          <= 0;
        pix             <= 0;
    end
    else begin
        Timer <= (State == WAIT_READY_ST) ? Timer + 17'd1 : 17'b0;
        if      (State == IDLE_ST)                              begin address_weight <= BASE_ADDR_WEIGHT; end
        else if (State == WAIT_WEIGHT_ST && readdatavalid)      begin address_weight <= address_weight + 32'h2; end
        else                                                    begin address_weight <= address_weight; end
        if      (State == CONTINUE_ST)                          begin address_pix <= BASE_ADDR_PIX; end
        else if (State == WAIT_PIX_ST && readdatavalid)         begin address_pix <= address_pix + 32'h2; end
        else                                                    begin address_pix <= address_pix; end
        if      (State == IDLE_ST)                              begin address_node <= BASE_ADDR_NODE; end
        else if (State == WRITE_NODE_ST && !waitrequest)        begin address_node <= address_node + 32'h2; end
        else                                                    begin address_node <= address_node; end
        if      (State == WAIT_PIX_ST && readdatavalid) begin count_pix <= count_pix + 11'd1; end
        else if (State == WRITE_NODE_ST)                begin count_pix <= 0; end
        else                                            begin count_pix <= count_pix; end
        if      (State == IDLE_ST)                              begin count_node <= 0; end
        else if (State == WRITE_NODE_ST && !waitrequest)        begin count_node <= count_node + 9'd1; end
        else                                                    begin count_node <= count_node; end
        if      (State == CALC_ST) begin
            sum <= sum + {{28{psum3[3]}}, psum3} + {{28{psum2[3]}}, psum2} + {{28{psum1[3]}}, psum1} + {{28{psum0[3]}}, psum0};
        end
        else if   (State == CONTINUE_ST)            begin sum <= 0; end
        else                                        begin sum <= sum; end
        weight  <= (State == WAIT_WEIGHT_ST && readdatavalid)   ? readdata : weight;
        pix     <= (State == WAIT_PIX_ST && readdatavalid)      ? readdata : pix;
    end  
end
always @ (*) begin
    done2    = (State == IDLE_ST)                                     ? 1'b1 : 1'b0;
    read_n  = (State == READ_WEIGHT_ST || State == READ_PIX_ST)      ? 1'b0 : 1'b1;
    write_n = (State == WRITE_NODE_ST)                               ? 1'b0 : 1'b1;
    if        (State == READ_WEIGHT_ST || State == WAIT_WEIGHT_ST)   begin address = address_weight; end
    else if   (State == READ_PIX_ST || State == WAIT_PIX_ST)         begin address = address_pix; end
    else                                                             begin address = address_node; end
    psum0 = (State == CALC_ST && (pix[15] == 1'b1 || pix[14] == 1'b1 || pix[13] == 1'b1 || pix[12] == 1'b1)) ? weight[15:12] : 4'd0;
    psum1 = (State == CALC_ST && (pix[11] == 1'b1 || pix[10] == 1'b1 || pix[9] == 1'b1 || pix[8] == 1'b1)) ? weight[11:8] : 4'd0;
    psum2 = (State == CALC_ST && (pix[7] == 1'b1 || pix[6] == 1'b1 || pix[5] == 1'b1 || pix[4] == 1'b1)) ? weight[7:4] : 4'd0;
    psum3 = (State == CALC_ST && (pix[3] == 1'b1 || pix[2] == 1'b1 || pix[1] == 1'b1 || pix[0] == 1'b1)) ? weight[3:0] : 4'd0;
    writedata = sum[15:0];
end
endmodule
==> flow/run.sh <==
#!/bin/bash
# OpenROAD 26Q1-2900-gdf79404cd8, Yosys 0.63+post, stock flow scripts
make -C /OpenROAD-flow-scripts/flow DESIGN_CONFIG=/design/flow/config.mk WORK_HOME=/design/flow/orfs finish
==> flow/config.mk <==
export PLATFORM = sky130hd
export DESIGN_NAME = stupid_NN_layer2
export DESIGN_NICKNAME = stupid_NN_layer2
export VERILOG_FILES = /design/flow/design.v
export SDC_FILE = /design/flow/constraint.sdc
export NUM_CORES = 4
export LEC_CHECK = 1
export CORE_UTILIZATION = 50
==> flow/constraint.sdc <==
current_design stupid_NN_layer2

set clk_period 11.2
set clk_io_pct 0.2

create_clock -name clk0 -period $clk_period [get_ports {clk}]

set non_clock_inputs [all_inputs -no_clocks]
set_input_delay [expr $clk_period * $clk_io_pct] -clock clk0 $non_clock_inputs
set_output_delay [expr $clk_period * $clk_io_pct] -clock clk0 [all_outputs]
==> notes.md <==
Implementation status.

- The flow ran to the end, and the final reports show no timing, DRC or antenna violations.
- The number of clock sinks came to about 180.
- STA classifies the critical path endpoint as an output port.
- Buffers added to address setup during post-CTS repair amount to 0.
- The buffering stage count on the worst path with inverters included is 2.
- The path type of the worst setup path is reg -> out.
- The number of warning messages in the logs is 26.
- Per the synth stats, the proportion of register bits with asynchronous set or reset is 0%.
- The start point of the worst hold path is pix[9]$_SDFFE_PP0P_.
- After the flow finishes, the layout carries non-filler instances totaling about 1.6k.
- The die covers roughly 21,000 µm².
- Summed over all routing layers, the global router reports a total usage of ~24%.
- The violation tally recorded at the end of detailed-routing iteration 0 is 461.
- The number of endpoints with negative hold slack in the final report is 0.
- The count of input and output buffers is roughly 70.
- The synthesis report lists the Yosys warning total as 1.
- The portion of the post-synthesis area used by sequential elements is about a third.
- The pin count of the biggest net entering global routing is 63.
- TritonCTS built the clock tree.
- Timing would allow up to about 180 MHz.
- The number of ports placed on the die boundary is 75.
- Post-synth the commonest register cell is sky130_fd_sc_hd__dfxtp_1.
- The beginning of the worst register-to-register path is State[2]$_SDFF_PP0_.
- The worst hold-check path type is reg -> reg.
- The startpoint type of the worst setup path is a flip-flop.
- In this run the maximum-capacitance check reported violations numbering 0.
- The clock insertion delay at the later pin of the skew report is roughly 0.43 ns.
- The count of final max-slew check failures is 0.
- Setup repair after global routing left no endpoint under its margin.
- In this run the core area contains around 52 standard-cell rows.
- In the layout the commonest cells are sky130_fd_sc_hd__dfxtp_1, sky130_fd_sc_hd__nand2_1, sky130_fd_sc_hd__nor2_1, sky130_fd_sc_hd__inv_1, sky130_fd_sc_hd__a21oi_1.
- The worst hold margin is 0.4531 ns.
- The required time at the worst endpoint is listed as approximately 9 ns.
- The critical path maximum fanout is 25.
- The final critical-path share of the clock period is around half.
- The total of hold buffers inserted after clock tree synthesis is 0.
- The critical path starts at State[2]$_SDFF_PP0_.
- Looking at the clock tree report, the maximum root-to-sink buffer count equals 2.
- The final timing report counts setup violations totalling 0.
- The flow measured a signed area growth from synthesis to layout of 13.90%.
- For this run, the detailed router reports a per-instance via density of 5.304.
- Antenna repair during routing inserted a diode count of 0.
- The first-pass detailed-route iteration total is 5.
- The flop and latch count out of synthesis is between 150 and 200.
- Per the slew report, the remaining headroom to the max-slew limit stands at around 50%.
- According to the dpl log, the detail-placed design has an HPWL of between 15 and 20 mm.
- Per the post-synthesis stats, the area per cell is ~8.2 µm².
- The via count of the routed design is between 8k and 9k.
- The most frequent logic cell in the layout is sky130_fd_sc_hd__dfxtp_1.
- The post-synth design cell area is roughly 10,000 µm².
- TritonRoute output was used to compute an average wire per cell of 15.08 µm.
- The largest voltage drop on the vdd net is about 89 µV.
- The number of placed instances with taps included is 1,565.
- The number of global-route vias before repair came to ~7.8k.
- The cell sequence reported for the critical path is nor2b_1 > nand2b_2 > buf_4 > mux2i_1 > o21ai_0 > clkdlybuf4s50_1.
- The highest cell delay on the worst timing path is roughly 0.77 ns.
- The design area is approximately 12,000 µm².
- In the CTS report, the clock slew at the register clock pins of the worst setup and hold paths is listed as roughly 0.070 ns.
- STA puts the critical path data arrival time at 3.30 ns.
- Per the gpl log, the routability congestion estimate is about 0.85.
- The final core utilization is 58.38%.
- The synthesized instance count is about 1.3k.
- At the pin with the least slew margin, the transition time is approximately 0.77 ns.
- The floorplan step defined a core boundary enclosing around 20,000 µm².
- The worst clock skew on the final layout is between 0.015 and 0.02 ns.
- The number of DRC violations after detailed routing is 0.
- Adding up every negative setup slack in the final design gives 0 ns.
- The layout summary lists the proportion of cells stronger than drive strength 1 as 5.049%.
- The H-tree was split into 4 levels.
- The leakage power in the latest report is 4.736 nW.
- The number of cells in the yosys synthesis report is about 1.3k.
- The routed design could run at a clock period as short as between 5 and 6 ns.
- Looking at the critical path, the single cell with the biggest stage delay is sky130_fd_sc_hd__dfxtp_1.
- The effective utilization at floorplan is 51.26%.
- For this run the aggregate overflow at the end of global routing stands at 0.
- The layout has 1,883 filler cells.
- The tree is rooted in a sky130_fd_sc_hd__clkbuf_16.
- The die is approximately 150 µm wide.
- CTS added clock buffers totalling 17.
- The number of antenna violations at the first check in global routing is 0.
- Wires add up to ~24 mm.
- In this run the remaining antenna-violating nets after routing total 0.
- Per the summary, power density relative to cell area is approximately 100 nW/µm².
- According to the Yosys statistics, the synthesized design has a chip area of 10,400 µm².
- The gate-level netlist out of Yosys references roughly 70 unique cell types.
- The first global-routing pass estimated ~40 mm of wire.
- Per STA, the worst path accumulates the most delay in the family buffers and inverters.
- Post-CTS repair ended up resizing 0 cells.
- The post-synth count of flops with an enable pin is 0.
- The die height is 146.3 µm.
- The placement-stage cell area is roughly 11,000 µm².
report_power, final:
| group | internal (mW) | total, mW | switching (mW) |
|---|---|---|---|
| clock | 0.291 | 0.566 | 0.274 |
| combinational | 0.00939 | 0.0268 | 0.0174 |
| sequential | 0.648 | 0.649 | 0.00111 |
state kept, by name, summed over array words and instances (netlist names):
register,flops
address_node,31
address_pix,31
address_weight,31
Timer,17
pix,16
sum,16
weight,16
count_pix,11
count_node,9
State,4
worst paths after layout:
kind	endpoint	slack (ns)	depth (start not counted)
worst min-delay path	pix[9]$_SDFFE_PP0P_	0.45	2
worst max register to register	sum[12]$_SDFFE_PP0P_	5.78	16
worst min register to register	pix[9]$_SDFFE_PP0P_	0.45	2
worst max-delay path	address[1]	5.66	6
metrics by stage:
| step | total power [mW] | setup WS, ns |
|---|---|---|
| detailed placement | 0.6907 | 5.815 |
| CTS | 1.258 | 5.664 |
| global route | 1.287 | 5.351 |
| floorplan | 0.6773 | 6.436 |
| finish | 1.241 | 5.664 |
| global placement | 0.6909 | 5.927 |
layer usage:
layer | routed length, µm | GRT usage (%)
met1 | 12120 | 39.73
met2 | 10640 | 35.19
met3 | 1131 | 4.713
met4 | 185 | 2.031
met5 | 0 | 0
worst reg2reg max path: cells and delay by family, from the launching register on:
| family | cells | cell delay [ns] |
|---|---|---|
| and+or+nand+nor | 4 | 1.18 |
| xor gates and xnor gates | 2 | 0.47 |
| buffers and inverters | 2 | 0.10 |
| AOI/OAI and AO/OA | 4 | 1.21 |
| DFF | 1 | 0.77 |
| adders and majority gates | 4 | 1.59 |
cell type report:
| type | instances | area (µm²) | share of cell area, % |
|---|---|---|---|
| Clock buffer | 19 | 432.9 | 3.653 |
| Clock inverter | 13 | 108.9 | 0.9185 |
| Timing Repair Buffer | 81 | 783.3 | 6.609 |
| Inverter | 85 | 319.1 | 2.692 |
| Multi-Input combinational cell | 947 | 6226 | 52.53 |
| Tap cell | 270 | 337.8 | 2.850 |
| Sequential cell | 182 | 3643 | 30.74 |
cell usage after synthesis (all sizes together) (25+ instances only):
master / n / area share (%)
inv: 85 / 3.1
clkbuf: 39 / 1.4
nor2: 140 / 5.2
nand3: 56 / 2.7
nand2: 170 / 6.1
or3: 25 / 1.6
a21oi: 78 / 3.8
ha: 35 / 4.2
xor2: 50 / 4.2
mux2i: 31 / 3.0
nand4: 25 / 1.7
fa: 32 / 6.2
o21ai: 75 / 3.6
dfxtp: 182 / 35
xnor2: 64 / 5.4
cell families after synthesis:
logic type                 synth area share [%]
other                                   0.07218
muxes                                     2.982
DFF                                       35.02
adders and majority gates                 10.37
AOI/OAI and AO/OA                         12.41
and+or+nand+nor                           23.88
buffers and inverters                     5.459
xor gates and xnor gates                  9.812
Power and IR drop assume default switching activity.
